==> design.v <==
module clock_divider (
	input wire cd_clk_in,
	output reg cd_clk_out
);
reg [7:0] clk_divider_counter ;
initial begin
	clk_divider_counter = 8'h0;
	cd_clk_out = 1'b0;
end
always @( posedge cd_clk_in ) begin
	if (clk_divider_counter < 8'd250) begin    
		clk_divider_counter <= clk_divider_counter + 1'b1;
	end
   else begin
		clk_divider_counter <= 8'h0;
		cd_clk_out <= ~cd_clk_out;
	end
end
endmodule
==> run.sh <==
#!/bin/bash
# OpenROAD 26Q1-2900-gdf79404cd8, Yosys 0.63+post, stock flow scripts
make -C /OpenROAD-flow-scripts/flow DESIGN_CONFIG=/design/flow/config.mk WORK_HOME=/design/flow/orfs finish
==> config.mk <==
export PLATFORM = sky130hd
export DESIGN_NAME = clock_divider
export DESIGN_NICKNAME = clock_divider
export VERILOG_FILES = /design/flow/design.v
export SDC_FILE = /design/flow/constraint.sdc
export NUM_CORES = 4
export LEC_CHECK = 1
export CORE_AREA = 10 10 70 70
export DIE_AREA = 0 0 80 80
==> constraint.sdc <==
current_design clock_divider

set clk_period 2.3
set clk_io_pct 0.2

create_clock -name clk0 -period $clk_period [get_ports {cd_clk_in}]

set non_clock_inputs [all_inputs -no_clocks]
set_input_delay [expr $clk_period * $clk_io_pct] -clock clk0 $non_clock_inputs
set_output_delay [expr $clk_period * $clk_io_pct] -clock clk0 [all_outputs]
==> out/metrics.yaml <==
power.density_nw_per_um2: 608
die_h_um: 80
r2r_slack_ns: 1.10
drt-total-wl_um: 523
antennaDiodeCount: 0
yosys_warnings: 1
area_growth_pct: 26.1
numCtsBuffers: 3
io_buffers: 1
ir_drop_mv: 0.162
synth_seq_share_pct: 53.0
final_cells: 89
die-area_um2: 6400
whs_ns: 0.458
final_area_um2: 453
dp_worst_setup_slack_ns: 1.06
min_path_type: "reg -> reg"
grt_pass1_wl_um: 869
tightest_slew_ns: 0.392
place_congestion: 0.759
grt_overflow: 0
wl_per_cell_um: 5.88
synth_cells: 38
h-tree-depth: 1
start_kind: "flop"
synth.area.top_cells: "dfxtp_1, edfxtp_1, nand3_1"
io_pins: 2
crit_type: "reg -> out"
aoi_share_pct: 8.71
finalClockSkew_ns: 0.00652
fp-utilization_pct: 10.5
drc: 0
cp_num_buf_inv: 1
antenna_found_initial: 0
clkPwrFrac_pct: 42.5
cpMaxStageDelayCell: "clkdlybuf4s50_1"
cts_sinks: 9
final_util_pct: 13.3
status: "finished clean"
switchingPower_mw: 0.0504
slew_violations: 0
use_met3_pct: 1.82
ys_types: 18
antenna_left: 0
grt_use_met1_pct: 2.15
power.total_mw: 0.275
slew_headroom_pct: 73.6
path_max_fanout: 2
cts_tree: "yes"
ys_sh_xor_pct: 7.32
setup_tns_ns: 0
warnings: 25
ys_cells: 38
synth_adder_area_share_pct: 3.48
clk_pin_slew_ns: 0.06
required_ns: 1.84
place_area_um2: 427
syn_area_um2: 359
grt_setup_unrepaired: "no"
cts_root_buffer: "clkbuf_4"
sequentialPowerShare_pct: 57.5
grt_pass1_vias: 206
hpwl_um: 395
leakage_nw: 0.163
clock_latency_ns: 0.26
ys_area_um2: 359
drive_gt1_share_pct: 11.6
cp.arrival_ns: 1.05
cp_top_family: "buffers and inverters"
drt-pass1-iter-count: 4
post_cts_buffers: 0
p_int_mw: 0.225
synth.area.mux_share_pct: 0
track_usage_pct: 1.72
layout_setup_ws_ns: 0.789
grt_busiest_layer: "met1"
cts_resized: 0
die_w_um: 80
drv_cap: 0
drt-initial-drc-count: 21
final-hold-violation-count: 0
fin_crit_ns: 1.51
endpoint_kind: "primary output"
switching_share_pct: 18.3
ys_seq_elements: 9
num_rows: 21
grt_use_met2_pct: 1.93
core-area_um2: 3420
period_used_pct: 65.7
path_cells: "clkdlybuf4s50_1"
slowest_delay_ns: 0.46
max_freq_mhz: 662
vias: 255
topCombFamilyByArea: "simple AND/OR/NAND/NOR gates"
finalSetupViolCount: 0
synth_area_leader_cell: "dfxtp_1"
power_frac_comb_pct: 0
grt_max_degree: 7
avgSynthCellArea_um2: 9.45
viasPerCell: 2.87
dp_cells: 85
clock_path_buffers: 2
yosysTopAreaCellShare_pct: 44.6
simple_gate_share_pct: 25.4
postCtsHoldBufs: 0
==> logic make-up after synthesis <==
| kind of cell | after synthesis |
|---|---|
| flops | 9 |
| buf+inv | 2 |
| xor+xnor | 3 |
| fa+ha+maj | 1 |
| simple gates | 18 |
| compound gates | 5 |
==> power groups by stage <==
| stage | Clock (mW) | Combinational [mW] | Sequential, mW |
|---|---|---|---|
| after CTS | 0.122 | 0.0000000725 | 0.158 |
| after global routing | 0.133 | 0.0000000725 | 0.158 |
| final | 0.117 | 0.0000000725 | 0.158 |
==> per-layer routing <==
layer / up-vias / share of wire, %
met1: 107 / 57
met4: 0 / 1.1
met3: 2 / 11
li1: 142 / -
met5: - / 0
met2: 4 / 30
==> area by class of cell <==
| type | instances | area [um^2] |
|---|---|---|
| tap | 46 | 57.6 |
| inverter | 2 | 7.51 |
| clock buffer | 4 | 26.3 |
| timing repair buffer | 1 | 10.0 |
| multi-input combinational | 27 | 161 |
| fill | 393 | 2960 |
| sequential | 9 | 190 |
==> layout by cell type (no fill, tap or decap) <==
master	netlist	final
a21oi_1	1	1
clkbuf_1	0	1
clkbuf_4	0	3
clkdlybuf4s50_1	0	1
dfxtp_1	8	8
edfxtp_1	1	1
ha_1	1	1
inv_1	2	2
nand2_1	3	3
nand3_1	4	4
nand3_2	1	1
nand4_1	1	1
nor2_1	5	5
nor2_2	1	1
nor2b_1	1	1
o211ai_1	1	1
o21ai_0	2	2
o22a_1	1	1
or3_1	2	2
xnor2_1	1	1
xor2_1	2	2
==> flip-flops by register name, indices dropped and copies added, names as in the netlist <==
| signal | count |
|---|---|
| clk_divider_counter | 8 |
| cd_clk_out | 1 |
==> Yosys cell counts, drive strengths merged <==
| cell | count |
|---|---|
| xor2 | 2 |
| nand3 | 5 |
| or3 | 2 |
| nor2 | 6 |
| a21oi | 1 |
| nand2 | 3 |
| dfxtp | 8 |
| nand4 | 1 |
| ha | 1 |
| xnor2 | 1 |
| o21ai | 2 |
| edfxtp | 1 |
| o22a | 1 |
| nor2b | 1 |
| o211ai | 1 |
| inv | 2 |
==> worst paths after layout <==
| path | startpoint | end | depth (start not counted) |
|---|---|---|---|
| min | clk_divider_counter[0] | clk_divider_counter[0] | 1 |
| max reg2reg | clk_divider_counter[2] | cd_clk_out | 2 |
| min reg2reg | clk_divider_counter[0] | clk_divider_counter[0] | 1 |
| max | cd_clk_out | cd_clk_out | 1 |
Power is estimated from default activity; no workload was simulated.
